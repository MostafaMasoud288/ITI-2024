==> /design/flow/design.v <==
module ex1 (clk,rst_n,check,Data_in1,Data_in2,Data_in3,Data_out1,Data_out2,Data_out3,Data_non1,Data_non2,Data_non3,Data_fiv1,Data_fiv3);
input wire clk;
input wire rst_n; 
input wire check ;
input wire [1:0] Data_in1;
input wire [2:0] Data_in2;
input wire [3:0] Data_in3;
output reg  [1:0] Data_out1;
output reg [2:0] Data_out2;
output reg  [3:0] Data_out3;
output reg  [1:0] Data_non1; 
output reg  [2:0] Data_non2;
output reg  [3:0] Data_non3;
output reg  [1:0] Data_fiv1; 
output reg  [3:0] Data_fiv3;
wire [1:0] Inernal_wire1 ;
wire [2:0] Inernal_wire2 ;
wire [3:0] Inernal_wire3 ; 
reg [1:0] Inernal_reg1 ;
reg [2:0] Inernal_reg2 ;
reg [3:0] Inernal_reg3 ; 
always @(posedge clk,negedge rst_n) 
begin 
if(!rst_n)
begin
Inernal_reg1 <= 0;
Inernal_reg2 <= 0;
Inernal_reg3 <= 0;
end
else
begin
Inernal_reg1 <= Data_in1;
Inernal_reg2 <= Data_in2;
Inernal_reg3 <= Data_in3;
end
end 
always @(posedge clk,negedge rst_n) 
begin 
if(!rst_n)
begin
Data_non3 <= 0; 
Data_out2 <= 0 ; 
end
else
begin
Data_non3 <= Data_in3 & Data_out3 ; 
Data_out2 <= Data_out2 & Data_in2 ; 
end
end 
always @( posedge clk ,negedge rst_n) 
begin 
if(!rst_n)
begin
Data_out1 <=0;
end
else
begin
if (check)
begin 
Data_out1 <= Data_in1 & Inernal_reg1;
end 
else  
Data_out1 <= Data_out1;
end
end
always @(*)
begin 
case(Data_in1) 
2'b00: Data_out3 = Data_in3 & Inernal_reg3 ;
2'b01: Data_out3 = Inernal_reg3 ;
default:Data_out3=Data_in3; 
endcase  
end 
always @(posedge clk,negedge rst_n)
begin 
if(!rst_n)
Data_non1 <=0;
else
Data_non1 <= Data_in1 & Inernal_reg1; 
end 
always @(posedge clk,negedge rst_n)
begin 
if(!rst_n)
Data_non2 <=0;
else
Data_non2 <= Data_in2 | Inernal_reg2;
end
assign Inernal_wire1 = Data_in1 ;
assign Inernal_wire2 = Data_in2;
assign Inernal_wire3= Data_in3 ;
always @(posedge clk ,negedge rst_n)
begin 
if(!rst_n)
begin
Data_fiv1 <= 0;
Data_fiv3 <= 0;
end
else
begin
Data_fiv1 <= Data_in1 | Inernal_reg1;
Data_fiv3 <= Data_in3 |  Inernal_reg3;
end
end 
endmodule
==> /design/flow/run.sh <==
#!/bin/bash
# OpenROAD 26Q1-2900-gdf79404cd8, Yosys 0.63+post, stock flow scripts
make -C /OpenROAD-flow-scripts/flow DESIGN_CONFIG=/design/flow/config.mk WORK_HOME=/design/flow/orfs finish
==> /design/flow/config.mk <==
export PLATFORM = sky130hd
export DESIGN_NAME = ex1
export DESIGN_NICKNAME = ex1
export VERILOG_FILES = /design/flow/design.v
export SDC_FILE = /design/flow/constraint.sdc
export NUM_CORES = 4
export LEC_CHECK = 1
export CORE_AREA = 10 10 106 106
export DIE_AREA = 0 0 116 116
==> /design/flow/constraint.sdc <==
current_design ex1

set clk_period 1.8
set clk_io_pct 0.2

create_clock -name clk0 -period $clk_period [get_ports {clk}]

set non_clock_inputs [all_inputs -no_clocks]
set_input_delay [expr $clk_period * $clk_io_pct] -clock clk0 $non_clock_inputs
set_output_delay [expr $clk_period * $clk_io_pct] -clock clk0 [all_outputs]
==> flow_summary.toml <==
# flow metrics
[worst_setup_path]
r2r_end = "Data_out1[0]"
critPathCaptureType = "output port"
crit_path_top_delay_cell = "dlygate4sd2_1"
cp.arrival_ns = 1.38
timing.critical_path.mode_cell = "dlygate4sd2_1"
r2r_slack_ns = 0.92
cp_cell_sequence = "dlygate4sd2_1 -> and2b_2 -> buf_6 -> o22a_2 -> dlygate4sd2_1"
cp_slowest_stage_delay_ns = 0.25
startpoint = "Data_in1[0]"
required_ns = 1.44
critPathKind = "input pin to output port"
rr_startpoint = "Inernal_reg1[0]"
reg2reg_depth = 2
crit_path_max_fanout = 3
critPathLaunchType = "input pin"

[final_timing]
layout_setup_ws_ns = 0.0591
period_needed_ns = 1.74
setup-violations-final = 0
final_max_slew_viol_count = 0
max_slew_margin = 0.888
finalCritPeriodShare = 0.967
fmaxAchievable_mhz = 574
rsz0062_at_grt = "no"
report.final.hold_viol_count = 0
finClkSkew_ns = 0.00348
tightest_slew_ns = 0.167

[clock_tree]
cts_buffers = 5
cts-root-buf = "clkbuf_8"
path_clk_slew_ns = 0.06
htreeDepth = 2
insertion_delay_ns = 0.27
cts.sinks = 29
clockBufferDepth = 2
cts_tree = "done"

[synthesis]
xor_share = 0
ys_sh_mux = 0.0282
yosys_warnings = 1
postSynthCellCount = 55
synthMostInstantiatedCell = "dfrtp_1"
synthAdderAreaFrac = 0
synthTopLogicFamily = "simple AND/OR/NAND/NOR gates"
syn_area_per_cell_um2 = 16.9
ys_chip_area_um2 = 932
area_leaders = "dfrtp_1, or2_2, o22a_2"
ff_type = "dfrtp_1"
ys_sh_aoi = 0.0752
ys.flops = 29
edf_count = 0
netlist_area_um2 = 932
synth.top_cell.area_share = 0.779
ys_top_cells_by_count = "dfrtp_1, or2_2, and2_1, o21a_1, o22a_2"
ys_cells = 55
async_reset_ff_frac = 1.00
yosysUniqueCellTypes = 10
synth_area_leader_cell = "dfrtp_1"
synth-seq-area-share = 0.779
yosys.area_share.simple = 0.106

[route]
routed-via-count = 574
n_antenna_cell = 0
drt_iter0_markers = 39
drc = 0
wl_per_cell_um = 11.3
antenna_left = 0
viasPerCell = 2.69
wirelength_mm = 2.41
dr.pass1.iters = 2

[place]
routabilityCongestion = 0.680
post-place-ws_ns = -0.289
numPortBuffers = 35
dpl.hpwl_mm = 1.83

[job]
maxCapViolations = 0
log.warning_count = 25

[power]
peakVddDrop_uv = 351
p_leak_nw = 0.662
powerDensity_mw_per_mm2 = 965

[global_route]
grt_pass1_wl_mm = 3.73
grt_max_degree = 30
antenna_found_initial = 0
grt_util_all_layers = 0.0373
overflow = 0
grt_pass1_vias = 596

[cells_and_area]
drive_above_1_share = 0.305
fin_util = 0.180
regArea_um2 = 726
fillCellCount = 960
area_delta_synth_final_pct = 70.9
comb_area_um2 = 195

[floorplanning]
core-area_mm2 = 0.00885
chip_area_mm2 = 0.0135
fp_util = 0.105
dieWidth_um = 116
die_y_um = 116
rows = 34
ios = 36

[worst_hold_path]
min_from = "Inernal_reg2[2]"
hold_class = "flop to flop"
holdPathEnd = "Data_non2[2]"
min_path_cells = 1

[run_status]
status = "finished, final reports clean"
## kinds of logic after synthesis
family / Yosys count
AOI/OAI and AO/OA: 8
buffers and inverters: 1
DFF: 29
muxes: 2
and+or+nand+nor: 15
## critical path: cells and delay by family
family          cells  cell delay, ns
simple gates        1            0.22
buf+inv             3            0.61
compound gates      1            0.19
## cell type report
class | count | share of cell area
Clock buffer | 7 | 0.0542
Clock inverter | 1 | 0.0189
Multi-Input combinational cell | 25 | 0.123
Sequential cell | 29 | 0.456
Tap cell | 108 | 0.0848
Timing Repair Buffer | 43 | 0.264
## metal layers
metal | vias up | routed length, µm | global-route usage
li1 | 279 | - | -
met4 | 0 | 0 | 0.00167
met3 | 0 | 226 | 0.0246
met1 | 271 | 1190 | 0.0504
met5 | - | 0 | 0
met2 | 24 | 993 | 0.0512
## cells in the final DEF (no fill, tap or decap)
| master | n |
|---|---|
| clkbuf_1 | 1 |
| o21a_1 | 4 |
| clkdlybuf4s15_1 | 1 |
| and2_4 | 1 |
| buf_12 | 1 |
| and2b_2 | 1 |
| or2_2 | 9 |
| mux2_4 | 1 |
| dlygate4sd2_1 | 5 |
| clkbuf_8 | 6 |
| bufinv_16 | 1 |
| dfrtp_1 | 29 |
| buf_6 | 1 |
| mux2_2 | 1 |
| and2_1 | 4 |
| buf_4 | 6 |
| o22a_2 | 4 |
| clkdlybuf4s50_1 | 29 |
## registers in the layout, summed over array words and instances (netlist names), 3 cells and up
register	count
Inernal_reg3	4
Data_non2	3
Data_non3	4
Data_out2	3
Data_fiv3	4
Inernal_reg2	3
## stage by stage
step | cells | area, µm² | power [mW] | setup TNS, ns | hold slack [ns]
after floorplan | 55 | 932 | 0.733 | 0 | 0.0644
after global placement | 203 | 1460 | 0.858 | -1.03 | 0.418
after detailed placement | 203 | 1460 | 0.861 | -1.05 | 0.416
after CTS | 213 | 1590 | 1.58 | 0 | 0.432
after global routing | 213 | 1590 | 1.64 | 0 | 0.446
final | 213 | 1590 | 1.54 | 0 | 0.428
## worst max path at each step
stage	endpoint	slack [ns]	cells past startpoint
after CTS	Data_out3[0]	0.05	5
after global routing	Data_out3[0]	0.03	5
final	Data_out3[0]	0.06	5
## timing repair
action	4_1_cts	5_1_grt
gates resized	8	0
hold buffers	0	0
endpoints found under the setup margin	4	0
setup buffers	2	0
## report_power, final
group / switching (mW) / total (mW) / internal, mW
clock network: 0.244 / 0.695 / 0.451
logic: 0.0458 / 0.147 / 0.101
registers: 0.0111 / 0.695 / 0.684
total: 0.301 / 1.54 / 1.24
Power and IR drop assume default switching activity.
